===== design.v =====
module cube_welcomer_control (in_clock, in_presence_signal,
in_reset, out_counter, out_smiley, out_speaker, debug_led, debug_led1, debug_led2);
input in_clock;
input in_presence_signal, in_reset;
output reg out_smiley, out_speaker;
output reg out_counter;
reg [31:0] clock_tick_counter1;
reg [31:0] clock_tick_counter2;
reg [31:0] debounce_counter;
reg smiley_completed_signal;
reg speaker_completed_signal;
reg user_detected;
output reg debug_led, debug_led1, debug_led2;
wire timeout1 = (clock_tick_counter1 == 1'd0); 
wire timeout2 = (clock_tick_counter2 == 1'd0);
wire triggers_completed = (smiley_completed_signal && speaker_completed_signal);
wire debounce_timeout = (debounce_counter == 1'd0);
parameter ON = 1'b1, OFF = 1'b0;
parameter ZERO = 32'd0;
parameter ONE_SEC = 32'd50000000;
parameter FIVE_SEC = 32'd250000000;
parameter DEBOUNCE_CYCLES = 32'd10000000;
reg [1:0] state;
parameter USER_NOT_DETECTED = 2'b00;
parameter USER_DETECTED_NOT_WELCOMED = 2'b01;
parameter USER_DETECTED_AND_WELCOMED = 2'b10; 
always@(posedge in_clock or posedge in_reset) begin
    if (in_reset) begin
        state <= USER_NOT_DETECTED;
		  out_speaker <= OFF;
		  out_smiley <= OFF;
		  debug_led <= ON;
		  debug_led1 <= OFF;
		  debug_led2  <= OFF;
		  out_counter <= OFF;
		  clock_tick_counter1 <= ZERO;
		  clock_tick_counter2 <= ZERO;
		  smiley_completed_signal <= OFF;
		  speaker_completed_signal <= OFF;
		  debounce_counter <= ZERO;		  
    end
	 else begin
	 if (clock_tick_counter1 != ZERO) clock_tick_counter1 <= clock_tick_counter1 - 32'd1;
	 if (clock_tick_counter2 != ZERO) clock_tick_counter2 <= clock_tick_counter2 - 32'd1;
    case (state)
    USER_NOT_DETECTED: begin
			if (in_presence_signal && debounce_timeout) begin
				state <= USER_DETECTED_NOT_WELCOMED;
				clock_tick_counter1 <= ONE_SEC;
				clock_tick_counter2 <= FIVE_SEC;
				smiley_completed_signal <= OFF;
				speaker_completed_signal <= OFF;
			end
			else begin
				out_speaker <= OFF;
				out_smiley <= OFF;
				out_counter <= OFF;
				debug_led <= ON;
				debug_led1 <= OFF;
				debug_led2  <= OFF;
				smiley_completed_signal <= OFF;
				speaker_completed_signal <= OFF;
				clock_tick_counter1 <= ZERO;
				clock_tick_counter2 <= ZERO; 
				if (debounce_counter != ZERO) debounce_counter <= debounce_counter - 32'd1;
			end	
    end
    USER_DETECTED_NOT_WELCOMED: begin
			debug_led <= OFF;
			debug_led1 <= ON;
			debug_led2 <= OFF;
			out_counter <= ON;
			if (timeout1) begin
				out_speaker <= OFF;
				speaker_completed_signal <= ON;
			end
			else begin
				out_speaker <= ON;
				speaker_completed_signal <= OFF;
			end
			if (timeout2) begin
				out_smiley <= OFF;
				smiley_completed_signal <= ON;
			end
			else begin
				out_smiley <= ON;
				smiley_completed_signal <= OFF;
			end
			if (triggers_completed) begin
				state  <= USER_DETECTED_AND_WELCOMED;
				speaker_completed_signal <= OFF;
				smiley_completed_signal <= OFF;
			end				
    end
	 USER_DETECTED_AND_WELCOMED: begin
			debug_led <= OFF;
			debug_led1 <= ON;
			debug_led2 <= ON;
			out_counter <= OFF;
		if (!in_presence_signal) begin
			state <= USER_NOT_DETECTED;
			debounce_counter <= DEBOUNCE_CYCLES;
		end			
    end
    endcase
	 end
end
endmodule

===== config.mk =====
export PLATFORM = sky130hd
export DESIGN_NAME = cube_welcomer_control
export DESIGN_NICKNAME = cube_welcomer_control
export VERILOG_FILES = /design/flow/design.v
export SDC_FILE = /design/flow/constraint.sdc
export NUM_CORES = 4
export LEC_CHECK = 1
export CORE_UTILIZATION = 30

===== run.sh =====
#!/bin/bash
# OpenROAD 26Q1-2900-gdf79404cd8, Yosys 0.63+post, stock flow scripts
make -C /OpenROAD-flow-scripts/flow DESIGN_CONFIG=/design/flow/config.mk WORK_HOME=/design/flow/orfs finish

===== constraint.sdc =====
current_design cube_welcomer_control

set clk_period 12.2
set clk_io_pct 0.2

create_clock -name clk0 -period $clk_period [get_ports {in_clock}]

set non_clock_inputs [all_inputs -no_clocks]
set_input_delay [expr $clk_period * $clk_io_pct] -clock clk0 $non_clock_inputs
set_output_delay [expr $clk_period * $clk_io_pct] -clock clk0 [all_outputs]

==> Changelog: implementation <==
### Physical design

- Status: complete, no violations
- Total congestion overflow: 0
- Unique masters post-synth: 59
- Final setup violating endpoints: 0
- Unrepaired setup endpoints after global routing: no
- Number of port buffers: 8
- Critical path startpoint category: input port
- Routed length per instance: 14.6 um
- Async SR Flop Fraction: 1.00
- Hold path endpoint: debounce_counter[10]
- Total GRT Usage: 0.139
- Worst Skew: 7.95 ps
- Inst Count DP: 876
- Area taken by flip-flops and latches: 2680 um2
- Lkg Pwr: 2.53 nW
- Hold path depth: 1
- Htree depth: 3
- Total Routed Length: 13000 um
- Core area: 18900 um2
- Hold Crit Class: reg -> reg
- Arr. time, crit path: 4920 ps
- Final period utilization: 0.381
- Syn avg cell area: 9.30 um2
- MI comb area: 3000 um2
- Vias in the first global route: 4424
- Fmax: 0.215 GHz
- Area delta synth->final: 10.9%
- Setup TNS: 0 ps
- Layout cells sized above 1: 0.0777
- DP Wirelength: 8480 um
- Count of tool warnings: 25
- YS warnings: 1
- Die height: 141 um
- Cts hold-fix bufs: 0
- Via count: 4712
- Num ports: 9
- Die area: 20000 um2
- WS Path Type: in -> reg
- Fill count: 1955
- Crit-path max FO: 15
- Seq cells post-synth: 107
- Post-CTS setup repair buffer count: 0
- Latency at later pin: 350 ps
- FP Core Util: 0.309
- Reg2Reg Capture Point: clock_tick_counter1[14]
- Total CTS buffers: 9
- Routability congestion estimate: 0.839
- Synth Instances: 627
- RR Startpoint: clock_tick_counter1[18]
- Cts repair resizes: 0
- Residual DRC count: 0
- Main synth FF type: dfrtp_1
- CTS root buffer: clkbuf_16
- Area of the mapped netlist: 5830 um2
- Yosys cell count: 627
- CTS tree: built
- Final tally of max-slew violations: 0
- Clk buf depth: 2
- Pwr per Cell Area: 174 nW/um2
- VDD IR max: 0.0837 mV
- Final Hold Viols: 0
- First-pass GRT wire length: 22400 um
- Final ANT Viol Nets: 0
- Worst slew pin tran: 874 ps
- # rows: 50
- Clock sinks: 107
- Sequential share of the synthesized area: 0.459
- Router iterations before antenna repair: 4
- Vias per cell: 5.29
- Die X: 141 um
- R2r setup slk: 8890 ps
- Crit. End Element: register
- Pwr Total: 1.13 mW
- Largest net degree at the start of global routing: 66
- Crit path DRT: 12470 ps
- Final Non-Filler Cells: 891
- Clock transition at path regs: 60 ps
- Ant diodes: 0
- Fin crit period: 4650 ps
- Final Util: 0.343
- Yosys synthesis chip area: 5830 um2
- Initial antenna violation count: 0
- Number of enable flip-flop cells: 0
- DR iter-0 viols: 213
- Path depth of the worst reg2reg path: 5
- Max-cap violations: 0
- Slew HR: 0.412
- Worst hold path startpoint: debounce_counter[10]
cell usage after synthesis, types with 3 or more instances:
library cell / instances / area share
a211oi_1: 3 / 0.0039
a21o_1: 4 / 0.0051
a21oi_1: 50 / 0.043
a22o_1: 3 / 0.0045
a31oi_1: 13 / 0.014
a32o_1: 5 / 0.0086
and4_1: 3 / 0.0045
buf_1: 5 / 0.0032
clkbuf_1: 23 / 0.015
dfrtp_1: 105 / 0.45
ha_1: 3 / 0.0064
inv_1: 11 / 0.0071
mux2_2: 4 / 0.0077
mux2i_1: 5 / 0.0086
nand2_1: 34 / 0.022
nand2b_1: 5 / 0.0054
nand3_1: 17 / 0.015
nand4_1: 10 / 0.011
nand4b_1: 4 / 0.0060
nor2_1: 63 / 0.041
nor2b_1: 8 / 0.0086
nor3_1: 23 / 0.020
nor4_1: 30 / 0.032
nor4b_1: 4 / 0.0060
o21a_1: 5 / 0.0064
o21ai_0: 35 / 0.030
o311ai_0: 3 / 0.0045
o31a_1: 6 / 0.0090
o31ai_1: 25 / 0.032
o41ai_1: 4 / 0.0060
or2_2: 8 / 0.0086
or3_1: 23 / 0.025
or4_1: 16 / 0.021
or4b_2: 3 / 0.0051
xnor2_1: 22 / 0.033
xor2_1: 9 / 0.014
logic make-up (layout without fill, tap and decap cells):
kind of cell    count (synthesis)  count (layout)  synth area share
simple gates                  263             263             0.251
compound gates                173             173             0.193
flops                         107             107             0.459
buf+inv                        41              45            0.0268
xor+xnor                       31              31            0.0465
mux                             9               9            0.0163
fa+ha+maj                       3               3           0.00644
registers in the layout (all words and copies together), names as in the netlist, 3 cells and up:
signal	count
clock_tick_counter1	32
state	3
clock_tick_counter2	32
debounce_counter	32
power breakdown:
part	internal, mW	switching (mW)	total [mW]
Sequential	0.437	0.0951	0.533
Clock	0.143	0.122	0.265
Combinational	0.147	0.182	0.329
cell usage in the layout, fill, tap and decap left out, types with 6 or more instances in the layout:
master | netlist | layout
nand3_1 | 17 | 17
xnor2_1 | 22 | 22
a31oi_1 | 13 | 13
xor2_1 | 9 | 9
dfrtp_1 | 105 | 105
nor4_1 | 30 | 30
clkdlybuf4s50_1 | 0 | 8
nor2b_1 | 8 | 8
clkbuf_16 | 0 | 9
nand4_1 | 10 | 10
buf_4 | 0 | 11
or3_1 | 23 | 23
o31ai_1 | 25 | 25
nor3_1 | 23 | 23
o31a_1 | 6 | 6
or4_1 | 16 | 16
nor2_1 | 63 | 63
o21ai_0 | 35 | 35
nand2_1 | 34 | 34
or2_2 | 8 | 8
a21oi_1 | 50 | 50
inv_1 | 11 | 10
how the worst max path moves through the flow:
stage / startpoint / end / slack [ps] / cells after the start
5_1_grt: in_presence_signal / debounce_counter[14] / 7370 / 6
4_1_cts: in_presence_signal / debounce_counter[14] / 7580 / 6
6_report: in_presence_signal / debounce_counter[14] / 7550 / 6
through the flow:
stage          setup slack [ps]  hold WS (ps)  cell area (um2)
2_1_floorplan              6950           442             5830
3_3_place_gp               7320           475             6210
3_5_place_dp               7240           477             6210
4_1_cts                    7580           487             6470
5_1_grt                    7370           513             6470
6_report                   7550           481             6470
worst max-delay path: stages:
cell and delay (ps):
clkdlybuf4s50_1 540, nand2b_1 490, a21oi_1 440, nand3_1 190
or4b_2 670, a21oi_1 150
final cells by class:
class | instances | share of cell area
clock buffers | 13 | 0.0387
clock inverters | 2 | 0.00193
inverters | 11 | 0.00677
multi-input cells | 479 | 0.463
flip-flops and latches | 107 | 0.414
well taps | 260 | 0.0503
repair buffers | 19 | 0.0251
layer usage:
metal / up-vias / share of wire / global-route usage
met5: - / 0 / 0
met4: 0 / 0.016 / 0.0209
met3: 13 / 0.037 / 0.0193
met2: 75 / 0.43 / 0.208
met1: 2230 / 0.51 / 0.224
li1: 2394 / - / -
Power and IR drop assume default switching activity.
